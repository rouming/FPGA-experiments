==> /design/flow/design.v <==
module lfsr_6bit(
   input logic		  clk,
   output logic [5:0] lfsr = 6'b111111);
   always @(posedge clk) begin
	  lfsr[0] <= lfsr[0] ^ lfsr[5];
	  lfsr[1] <= lfsr[0];
	  lfsr[2] <= lfsr[1];
	  lfsr[3] <= lfsr[2];
	  lfsr[4] <= lfsr[3];
	  lfsr[5] <= lfsr[4];
   end
endmodule  
(*top*)
module lfsr_for_tangnano20k(
    input logic 	   clk,
	output logic [5:0] led);
   reg [23:0]		   cnt;
   wire 			   clk_reduced;
   always @(posedge clk)
	 cnt <= cnt + 1;
   assign clk_reduced = cnt[22];
   lfsr_6bit lfsr(.clk(clk_reduced), .lfsr(led));
endmodule
==> /design/flow/run.sh <==
#!/bin/bash
# OpenROAD 26Q1-2900-gdf79404cd8, Yosys 0.63+post, stock flow scripts
make -C /OpenROAD-flow-scripts/flow DESIGN_CONFIG=/design/flow/config.mk WORK_HOME=/design/flow/orfs finish
==> /design/flow/config.mk <==
export PLATFORM = sky130hd
export DESIGN_NAME = lfsr_for_tangnano20k
export DESIGN_NICKNAME = lfsr_for_tangnano20k
export VERILOG_FILES = /design/flow/design.v
export SDC_FILE = /design/flow/constraint.sdc
export NUM_CORES = 4
export LEC_CHECK = 1
export CORE_AREA = 10 10 106 106
export DIE_AREA = 0 0 116 116
==> /design/flow/constraint.sdc <==
current_design lfsr_for_tangnano20k

set clk_period 5.4
set clk_io_pct 0.2

create_clock -name clk0 -period $clk_period [get_ports {clk}]

set non_clock_inputs [all_inputs -no_clocks]
set_input_delay [expr $clk_period * $clk_io_pct] -clock clk0 $non_clock_inputs
set_output_delay [expr $clk_period * $clk_io_pct] -clock clk0 [all_outputs]
==> impl_metrics.env <==
# implementation run metrics
export IMPL_run_status="finished, final reports clean"
export IMPL_post_drt_wl_per_cell_um=6.69
export IMPL_maxSlewHeadroom_pct=77.7
export IMPL_worst_path_most_repeated_cell="sky130_fd_sc_hd__nand4_1"
export IMPL_antenna_found_initial=0
export IMPL_detailedRoute_firstPassIterationCount=3
export IMPL_post_cts_resize_count=0
export IMPL_num_io_pins=7
export IMPL_grt_setup_unrepaired="false"
export IMPL_yosysChipArea_um2=1030
export IMPL_post_route_min_period_ns=1.43
export IMPL_slowest_stage="sky130_fd_sc_hd__dfxtp_1"
export IMPL_yosys_area_top_type="sky130_fd_sc_hd__dfxtp_1"
export IMPL_count_of_unclocked_register_or_latch_pins=6
export IMPL_fin_crit_sh_pct=26.4
export IMPL_worst_setup_path_startpoint="cnt[0]"
export IMPL_timing_hold_worst_start="cnt[0]"
export IMPL_count_of_flip_flops_with_a_built_in_enable_after_synthesis=0
export IMPL_viasPerCell=2.90
export IMPL_actual_transition_at_the_worst_max_transition_pin_ns=0.332
export IMPL_grt_max_degree=13
export IMPL_die_h_um=116
export IMPL_via_count=607
export IMPL_fmax_mhz=702
export IMPL_netlist_area_um2=1030
export IMPL_untimed_endpoints=12
export IMPL_ratio_of_cells_with_drive_above_1_in_the_final_layout_pct=9.90
export IMPL_via_count_of_the_first_global_routing_pass=577
export IMPL_final_setup_viol_count=0
export IMPL_wirelength_um=1400
export IMPL_synth_avg_cell_area_um2=11.3
export IMPL_cts_tree="done"
export IMPL_buffers_added_on_ports=6
export IMPL_number_of_hold_repair_buffers_added_at_the_cts_stage=0
export IMPL_synth_seq_share_pct=56.3
export IMPL_warnings=25
export IMPL_worst_path_largest_cell_delay_ns=0.37
export IMPL_rows=34
export IMPL_r2r_worst_path_cells=5
export IMPL_yosysMostFrequentCell="sky130_fd_sc_hd__dfxtp_1"
export IMPL_grt_first_pass_wirelength_um=2450
export IMPL_synth_ff_latch_count=29
export IMPL_drv_slew=0
export IMPL_number_of_antenna_diodes=0
export IMPL_post_synth_most_frequent_cells="29 x sky130_fd_sc_hd__dfxtp_1, 16 x sky130_fd_sc_hd__xnor2_1, 7 x sky130_fd_sc_hd__nand3_1"
export IMPL_yosys_most_used_dff="sky130_fd_sc_hd__dfxtp_1"
export IMPL_crit_arrival_ns=1.58
export IMPL_hp_class="flip-flop to flip-flop"
export IMPL_end_kind="flip-flop"
export IMPL_drt_antenna_violating_nets=0
export IMPL_post_synth_main_area_contributors="sky130_fd_sc_hd__dfxtp_1 56%, sky130_fd_sc_hd__xnor2_1 14%, sky130_fd_sc_hd__xor2_1 5.1%, sky130_fd_sc_hd__nand4_1 3.6%, sky130_fd_sc_hd__nand3_1 3.4%"
export IMPL_timing_critical_path_required_ns=5.55
export IMPL_synth_async_sr_flop_share_pct=0
export IMPL_floorplan_initialDensity_pct=11.7
export IMPL_path_cells="ha_1, nand4_1, nor2_4, nand4_1, xnor2_1"
export IMPL_core_area_um2=8850
export IMPL_chipWidth_um=116
export IMPL_leakage_nw=0.416
export IMPL_cts_buffers_inserted=3
export IMPL_cts_clk_slew_worst_paths_ns=0.08
export IMPL_cts_htree_levels=1
export IMPL_hold_path_cell_count=1
export IMPL_area_grow_syn2layout_pct=23.3
export IMPL_fill_cells=993
export IMPL_gp_congestion=0.711
export IMPL_finish_utilization_pct=14.4
export IMPL_drt_drc_violations_left=0
export IMPL_worst_clk_skew_ns=0.00287
export IMPL_overall_global_routing_resource_usage_pct=2.14
export IMPL_vdd_drop_max_mv=0.146
export IMPL_drt_iter0_markers=28
export IMPL_report_final_hold_viol_count=0
export IMPL_cts_buffer_depth=2
export IMPL_postSynthCellCount=91
export IMPL_ys_types=19
export IMPL_dieArea_um2=13500
export IMPL_cts_root_buf="sky130_fd_sc_hd__clkbuf_8"
export IMPL_tns_ns=0
export IMPL_timing_setup_critical_path_class="flip-flop to flip-flop"
export IMPL_critPathMaxFanout=7
export IMPL_cellPowerDensity_nw_per_um2=215
export IMPL_total_number_of_yosys_warnings=2
export IMPL_hpwlAfterDp_um=1050
export IMPL_synth_stat_cells=91
export IMPL_rr_startpoint="cnt[0]"
export IMPL_max_cap_violations=0
export IMPL_setup_worst_path_start_class="flip-flop"
export IMPL_top_area_share_pct=56.3
export IMPL_cts_setup_buffers=0
export IMPL_clock_latency_ns=0.26
export IMPL_gr_total_overflow=0
## metrics by stage
| step | hold WS [ns] | power, mW | area, µm² | setup WS, ns | cells |
|---|---|---|---|---|---|
| after floorplan | 0.383 | 0.173 | 1030 | 4.10 | 91 |
| after global placement | 0.392 | 0.173 | 1230 | 4.01 | 205 |
| after detailed placement | 0.397 | 0.173 | 1230 | 4.00 | 205 |
| after CTS | 0.421 | 0.277 | 1270 | 3.97 | 209 |
| after global routing | 0.448 | 0.285 | 1270 | 3.86 | 209 |
| final | 0.416 | 0.273 | 1270 | 3.97 | 209 |
## critical path, delay by kind of cell, from the launching register on
kind,cells,cell delay (ns)
simple gates,3,0.58
flops,1,0.37
fa+ha+maj,1,0.22
xor+xnor,1,0.14
## flip-flops by register name (all words and copies together) (netlist names)
| signal | flops |
|---|---|
| cnt | 23 |
| lfsr.lfsr | 6 |
## cell type report
| class | instances | area (µm²) | area share, % |
|---|---|---|---|
| tap | 108 | 135 | 10.6 |
| clock buffer | 4 | 45.0 | 3.54 |
| sequential | 29 | 581 | 45.7 |
| inverter | 4 | 15.0 | 1.18 |
| multi-input combinational | 58 | 435 | 34.3 |
| timing repair buffer | 6 | 60.1 | 4.72 |
## power breakdown
group | switching, mW | internal, mW
Combinational | 0 | 0
Sequential | 0 | 0.169
Clock | 0.0509 | 0.0526
## cell usage in the layout, fill, tap and decap left out, types with 3 or more instances in the layout
master / count
sky130_fd_sc_hd__dfxtp_1: 29
sky130_fd_sc_hd__xnor2_1: 16
sky130_fd_sc_hd__nand3_1: 7
sky130_fd_sc_hd__nand4_1: 6
sky130_fd_sc_hd__nand2_1: 6
sky130_fd_sc_hd__xor2_1: 6
sky130_fd_sc_hd__clkdlybuf4s50_1: 6
sky130_fd_sc_hd__nor2_1: 5
sky130_fd_sc_hd__inv_1: 4
sky130_fd_sc_hd__clkbuf_8: 3
## per-layer routing
metal	GRT usage, %	vias up	part of all wire [%]
met5	0	-	0
met4	0.167	0	0.72
met3	1.05	2	8.2
met2	3.26	11	38
met1	2.79	271	53
li1	-	323	-
## path summary, 6_finish.rpt
kind	end	slack, ns
max	cnt[20]	3.97
min	cnt[0]	0.42
max reg2reg	cnt[20]	3.97
min reg2reg	cnt[0]	0.42
## cell families (layout without fill, tap and decap cells)
family	Yosys count	after routing	share of synthesized area, %
xor gates and xnor gates	22	22	18.7
buffers and inverters	4	14	1.46
and+or+nand+nor	35	35	22.3
adders and majority gates	1	1	1.21
DFF	29	29	56.3
Power and IR drop assume default switching activity.
